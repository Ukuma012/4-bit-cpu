==> run.sh <==
#!/bin/bash
# OpenROAD 26Q1-2900-gdf79404cd8, Yosys 0.63+post, stock flow scripts
make -C /OpenROAD-flow-scripts/flow DESIGN_CONFIG=/design/flow/config.mk WORK_HOME=/design/flow/orfs finish
==> config.mk <==
export PLATFORM = sky130hd
export DESIGN_NAME = top
export DESIGN_NICKNAME = top
export VERILOG_FILES = /design/flow/design.v
export SDC_FILE = /design/flow/constraint.sdc
export NUM_CORES = 4
export LEC_CHECK = 1
export CORE_UTILIZATION = 40
==> constraint.sdc <==
current_design top

set clk_period 6.3
set clk_io_pct 0.2

create_clock -name clk0 -period $clk_period [get_ports {pin_clock}]

set non_clock_inputs [all_inputs -no_clocks]
set_input_delay [expr $clk_period * $clk_io_pct] -clock clk0 $non_clock_inputs
set_output_delay [expr $clk_period * $clk_io_pct] -clock clk0 [all_outputs]
==> design.v <==
module mother_board(
    input logic clk,
    input logic n_reset,
    input logic [3:0] switch,
    output logic [3:0] led
);
    logic [3:0] addr;
    logic [7:0] data;
    cpu cpu(.clk, .n_reset, .addr, .data, .switch, .led);
    rom rom(.addr, .data);
endmodule
module cpu(
    input  logic       clk,
    input  logic       n_reset,
    output logic [3:0] addr,
    input  logic [7:0] data,
    input  logic [3:0] switch,
    output logic [3:0] led
);
    logic [3:0] a,   next_a;
    logic [3:0] b,   next_b;
    logic       cf,  next_cf;
    logic [3:0] ip,  next_ip;
    logic [3:0] out, next_out;
    always_ff @(posedge clk) begin
        if (~n_reset) begin
            a   <=  '0;
            b   <=  '0;
            cf  <=  '0;
            ip  <=  '0;
            out <=  '0;
        end else begin
            a   <=  next_a;
            b   <=  next_b;
            cf  <=  next_cf;
            ip  <=  next_ip;
            out <=  next_out;
        end
    end
    logic [3:0] opecode, imm;
    assign opecode = data[7:4];
    assign imm     = data[3:0];
    assign addr    = ip;
    assign led     = out;
    always_comb begin
        next_a = a;
        next_b = b;
        next_cf = 1'b0;
        next_ip = ip + 4'd1;
        next_out = out;
        unique case (opecode)
            4'b0000: {next_cf, next_a} = a + imm;        
            4'b0101: {next_cf, next_b} = b + imm;        
            4'b0011: next_a = imm;                       
            4'b0111: next_b = imm;                       
            4'b0001: next_a = b;                         
            4'b0100: next_b = a;                         
            4'b1111: next_ip = imm;                      
            4'b1110: next_ip = cf ? ip + 4'd1 : imm;     
            4'b0010: next_a = switch;                    
            4'b0110: next_b = switch;                    
            4'b1001: next_out = b;                       
            4'b1011: next_out = imm;                     
            default: ;
        endcase
    end
endmodule
module rom(
    input logic[3:0] addr,
    output logic[7:0] data
);
    always_comb begin
        case (addr)                          
            4'b0000: data = 8'b0110_0000;    
            4'b0001: data = 8'b1001_0000;    
            4'b0010: data = 8'b0011_1101;    
            4'b0011: data = 8'b0000_0001;    
            4'b0100: data = 8'b1110_0011;    
            4'b0101: data = 8'b0101_0001;    
            4'b0110: data = 8'b1110_0001;    
            4'b0111: data = 8'b1011_0000;    
            4'b1000: data = 8'b1011_1111;    
            4'b1001: data = 8'b1111_0111;    
            default: data = 8'b0000_0000;
        endcase
    end
endmodule
module prescaler #(parameter RATIO = 2) (
    input logic quick_clock,
    output logic slow_clock
);
    logic [31:0] counter, next_counter;
    logic inv;
    assign inv = (counter == (RATIO/2 - 1));
    assign next_counter = inv ? 32'd0 : counter + 32'd1;
    always_ff @(posedge quick_clock) counter <= next_counter;
    logic next_slow_clock;
    assign next_slow_clock = inv ? ~slow_clock : slow_clock;
    always_ff @(posedge quick_clock) slow_clock <= next_slow_clock;
endmodule
module top(
    input logic pin_clock,
    input logic pin_n_reset,
    input logic [3:0] pin_switch,
    output logic [3:0] pin_led
);
    logic clk;
    prescaler #(.RATIO(100_000_000)) prescaler(
        .quick_clock(pin_clock),
        .slow_clock(clk)
    );
    mother_board mother_board(.clk, .n_reset(pin_n_reset), .switch(pin_switch), .led(pin_led));
endmodule
==> results.txt <==
flow finished, numbers: Tot Pwr=421 uW, logic area=~0.0018 sq mm, Arrival @ worst endpoint=~2100 ps, number of cells in the yosys synthesis report=between 300 and 400, Synth-to-Final Area Change=8.68%, number of slew-limit violations in the final report=0, number of unconstrained endpoints=29, Root Buffer=sky130_fd_sc_hd__clkbuf_8, H-tree level count=2, critical path launch point type=flop, clock buffers created by TritonCTS=5, number of global-route vias before repair=around 2100, number of post-CTS setup repair buffers=0, number of vias in the routed layout=between 2000 and 2500, Die Y-Extent=roughly 90 um, grt total ovfl=0, slew at the pin closest to its max-slew limit=around 800 ps, first-pass GRT wire length=~10 mm, post-synth tally of flip-flops with integrated enable=1, Critical Path Fanout Max=7, I/O Buffers=9, Layout Skew=a little under 7 ps, CTS tree=built, hold buffers post-CTS=0, Skew-Pair Late Insertion Delay=approximately 280 ps, HPWL Detailed=approximately 4.2 mm, asr flop ratio synth=0, Site Rows=31, cells traversed along the worst timing path=ha_1, and2_1, nor4b_4, and2_1, nor3b_2, xor2_1, start of the worst register-to-register path=prescaler.counter[0]$_SDFF_PN0_, Power Dens Cells=around 130 mW/mm^2, share of the clock period used by the worst path after layout=0.297, combined flip-flop and latch cell area=approximately 0.0012 sq mm, number of register pins that no clock reaches=25, Routed Antenna Nets=0, num ports=10, Via-to-Cell Ratio=between 5 and 6, Log Warnings=26, RSZ-0062 raised after global routing=no, post-DR wirelength/cell=approximately 13 um, number of endpoints failing setup at the final stage=0, Distinct cells, synth=roughly 60, total buffers and inverters traversed by the critical path=0, Registers, synthesis=58, Antenna Diode Count=0, maximum achievable frequency=around 0.53 GHz, delay of the slowest cell on the worst path=370 ps, synthesized area=a little over 0.003 sq mm, total leakage power=around 0.0013 uW, data required time at the worst endpoint=roughly 6500 ps, worst-case hold slack=~460 ps, Register-to-Register Setup Slack=approximately 4400 ps, final hold violation count=0, Worst path most repeated cell=sky130_fd_sc_hd__and2_1, largest net degree at the start of global routing=27, worst-case vdd ir drop=between 0.0001 and 0.00015 V, slowest cell on the critical path=sky130_fd_sc_hd__dfxtp_1, DRC errors left=0, number of cells on the worst reg-to-reg path=6, capturing element type of the critical path=flop, most common flop cell mapped by yosys=sky130_fd_sc_hd__dfxtp_1, number of buffers between clock root and the deepest sink=2, iteration tally of the first detailed-router pass=4, final critical path time including I/O delays and setup=1870 ps, Worst Hold Launch=prescaler.counter[31]$_SDFF_PN0_, placed instance area=between 0.003 and 0.004 sq mm, per-instance average area after synthesis=between 9 and 10 sq um, worst hold path cell count=1, drt total wl=5.74 mm, kind of critical path=reg -> reg, normalized max-slew margin=0.474, width of the die=roughly 90 um, fraction of final layout cells with drive strength greater than 1=0.0836, share of the yosys chip area belonging to registers=0.378, RR Endpoint=prescaler.counter[30]$_SDFF_PN0_, Initial DRC Count=~78, type of the most critical hold path=reg -> reg, top library cells by usage in the layout, fill and taps aside=57 x sky130_fd_sc_hd__dfxtp_1, 28 x sky130_fd_sc_hd__nor2_1, 28 x sky130_fd_sc_hd__nand2_1, 21 x sky130_fd_sc_hd__xnor2_1, 20 x sky130_fd_sc_hd__nand3_1, number of fillers in the final layout=a little over 700, antenna violations before repair=0, core outline area=between 0.007 and 0.008 sq mm, Final Non-Filler Cells=approximately 450, final estimated routing congestion in global placement=0.856, gate count of the mapped netlist=roughly 340, post-cts repair resize count=0, overall fraction of global-route tracks in use=0.150, Worst Hold Path EP=prescaler.counter[31]$_SDFF_PN0_, cell family with the largest share of critical-path delay=simple AND/OR/NAND/NOR gates, summed negative setup slack over all endpoints=0 ps, DIE AREA=0.00810 sq mm, clock slew seen by the registers of the worst setup and hold paths=60 ps, floorplan-stage core utilization=0.420, max_cap viols=0, Synth warnings=3, Cell Count Post-Placement=438, chip area estimate from yosys synthesis=around 0.0031 sq mm, run status=complete, no violations, leading cell type in the layout, fill and taps excluded=sky130_fd_sc_hd__dfxtp_1, final design instance area without fill=between 0.003 and 0.004 sq mm
-- registers in the layout (all words and copies together), names as in the netlist --
name and cells:
mother_board.cpu.out 4, prescaler.slow_clock 1, prescaler.counter 32, mother_board.cpu.a 4, mother_board.cpu.data 8, mother_board.cpu.b 4, mother_board.cpu.cf 1, mother_board.cpu.ip 4
-- power breakdown --
group          switching (uW)  internal, uW  leakage (uW)  total [uW]
combinational            6.45          5.57      0.000766        12.0
sequential                  0           210      0.000475         210
clock                    70.8           129     0.0000585         200
total                    77.3           344       0.00130         421
-- cell type report --
| class | count | area share |
|---|---|---|
| sequential | 58 | 0.348 |
| inverter | 13 | 0.0145 |
| clock buffer | 7 | 0.0256 |
| timing repair buffer | 10 | 0.0290 |
| tap | 99 | 0.0368 |
| multi-input combinational | 258 | 0.537 |
| clock inverter | 1 | 0.00892 |
-- how the worst max path moves through the flow --
stage / startpoint / endpoint / slack [ps] / cells after the start
final: prescaler.counter[0]$_SDFF_PN0_ / prescaler.counter[30]$_SDFF_PN0_ / 4430 / 6
after global routing: prescaler.counter[0]$_SDFF_PN0_ / prescaler.counter[30]$_SDFF_PN0_ / 4270 / 6
after CTS: prescaler.counter[0]$_SDFF_PN0_ / prescaler.counter[30]$_SDFF_PN0_ / 4410 / 6
-- cells by family after synthesis --
kind of cell | count (synthesis) | share of synthesized area
buffers and inverters | 25 | 0.0380
xor gates and xnor gates | 34 | 0.0961
adders and majority gates | 14 | 0.0614
and+or+nand+nor | 137 | 0.262
AOI/OAI and AO/OA | 63 | 0.129
muxes | 10 | 0.0351
DFF | 58 | 0.378
-- metal layers --
layer	GRT usage	share of wire	vias up
li1	-	-	1217
met1	0.223	0.50	1023
met2	0.252	0.46	21
met3	0.0172	0.022	9
met4	0.0134	0.011	0
met5	0	0	-
-- through the flow --
step	util	worst slack [ps]
floorplan	-	4440
global placement	0.441	4480
detailed placement	0.441	4440
CTS	0.457	4410
global route	0.457	4270
finish	0.457	4430
-- Yosys cell counts (3+ instances only) --
cell type	number	share of area
sky130_fd_sc_hd__xor2_1	13	0.037
sky130_fd_sc_hd__xnor2_1	21	0.059
sky130_fd_sc_hd__a21oi_1	18	0.029
sky130_fd_sc_hd__nand2_1	28	0.034
sky130_fd_sc_hd__nor2_1	28	0.034
sky130_fd_sc_hd__and2_1	3	0.0061
sky130_fd_sc_hd__ha_1	12	0.048
sky130_fd_sc_hd__and3_1	5	0.010
sky130_fd_sc_hd__o211ai_1	3	0.0073
sky130_fd_sc_hd__inv_1	13	0.016
sky130_fd_sc_hd__a31oi_1	3	0.0061
sky130_fd_sc_hd__nor4_1	6	0.012
sky130_fd_sc_hd__dfxtp_1	57	0.37
sky130_fd_sc_hd__nor3_1	3	0.0048
sky130_fd_sc_hd__clkbuf_1	7	0.0085
sky130_fd_sc_hd__o21ai_0	15	0.024
sky130_fd_sc_hd__nand4_1	7	0.014
sky130_fd_sc_hd__nor2b_1	7	0.014
sky130_fd_sc_hd__mux2i_1	8	0.026
sky130_fd_sc_hd__a211oi_1	5	0.012
sky130_fd_sc_hd__nand2b_1	5	0.010
sky130_fd_sc_hd__a22oi_1	5	0.012
sky130_fd_sc_hd__nand3_1	20	0.032
Power figures rest on the tool's default switching activity, not on a simulated workload.
